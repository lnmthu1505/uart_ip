## /design/flow/config.mk

```make
export PLATFORM = sky130hd
export DESIGN_NAME = baud_gen
export DESIGN_NICKNAME = baud_gen
export VERILOG_FILES = /design/flow/design.v
export SDC_FILE = /design/flow/constraint.sdc
export NUM_CORES = 4
export LEC_CHECK = 1
export CORE_AREA = 10 10 96 96
export DIE_AREA = 0 0 106 106
```

## /design/flow/constraint.sdc

```tcl
current_design baud_gen

set clk_period 3.8
set clk_io_pct 0.2

create_clock -name clk0 -period $clk_period [get_ports {clk}]

set non_clock_inputs [all_inputs -no_clocks]
set_input_delay [expr $clk_period * $clk_io_pct] -clock clk0 $non_clock_inputs
set_output_delay [expr $clk_period * $clk_io_pct] -clock clk0 [all_outputs]
```

## /design/flow/run.sh

```bash
#!/bin/bash
# OpenROAD 26Q1-2900-gdf79404cd8, Yosys 0.63+post, stock flow scripts
make -C /OpenROAD-flow-scripts/flow DESIGN_CONFIG=/design/flow/config.mk WORK_HOME=/design/flow/orfs finish
```

## /design/flow/design.v

```verilog
`timescale 1ns/10ps
module baud_gen #(
    parameter WIDTH = 16
) (
    input  wire             clk,
    input  wire             rst_n,
    input  wire             enable,
    input  wire             rate_sel,
    input  wire [WIDTH-1:0] dvsr,
    output wire             bclk
);
    wire  [WIDTH-1:0] nx;
    reg  [WIDTH-1:0] pr;
    wire [WIDTH-1:0] dvsr_tmp;
    always @(posedge clk, negedge rst_n) begin
       if (!rst_n) begin
           pr <= 0;
       end
       else begin
         if (enable) begin
             pr <= nx;
          end
          else begin
             pr <= 0;
          end
       end        
    end
    assign dvsr_tmp = (rate_sel)? 0 : dvsr;
    assign nx = (pr >= dvsr_tmp - 1)? 0 : pr + 1;
    assign bclk = (pr == 1);
endmodule
```

==> Implementation_results.wiki <==
== Flow metrics ==
{| class="wikitable"
! Metric !! Value
|-
| Clock tree from TritonCTS || built
|-
| Count of flip-flops with a built-in enable after synthesis || 0
|-
| Die extent in x || 106 um
|-
| Std-Cell Core Area || 7210 sq um
|-
| Power density of the placed cells || 216 nW/um^2
|-
| Data required time at the worst endpoint || 3.94 ns
|-
| Input/output buffers || 20
|-
| Clock period minus worst slack || 3.68 ns
|-
| Leading area contributor after synthesis || dfrtp_1
|-
| Final Util || 29.7%
|-
| Post-synthesis average cell area || 8.66 sq um
|-
| R2r startpoint || pr[13]
|-
| Largest net degree at the start of global routing || 17
|-
| Ordered list of cells on the worst path || clkdlybuf4s50_1 > nor4_2 > buf_4 > o21a_4 > nand2_2 > or4_4 > a31oi_4 > ha_1 > nand4_1 > nor3_4 > nand4_1 > a41oi_4 > clkbuf_16 > nor2_2
|-
| Maximum root-to-sink buffer count || 2
|-
| Floorplan utilization || 21.1%
|-
| Peak clock frequency supported by timing || 272 MHz
|-
| Most flop-heavy register || pr
|-
| Final setup violation count || 0
|-
| Master cell of the clock root buffer || clkbuf_8
|-
| Worst clock skew || 0.00142 ns
|-
| Fraction of layout cells with a size suffix above 1 || 20.4%
|-
| Number of core rows || 31
|-
| Max Cap Viol || 0
|-
| Delay-heaviest family, CP || simple AND/OR/NAND/NOR gates
|-
| Total placed instance area || 1970 sq um
|-
| Sequential area share after synthesis || 26.3%
|-
| Layout Cells excl Fill || 315
|-
| Hold-critical path depth || 1
|-
| Total power of the final layout || 0.463 mW
|-
| Leakage power || 0.959 nW
|-
| Hold slack || 0.593 ns
|-
| R2r setup slk || 1.73 ns
|-
| Worst hold path startpoint || pr[0]
|-
| Max FFs per register || 16
|-
| Worst Reg-to-Reg Cells || 7
|-
| Worst-path cell with the longest stage delay || or4_4
|-
| OpenROAD warnings || 26
|-
| Tally of filler cells in the layout || 757
|-
| Endpoint of the lowest-slack register-to-register path || pr[8]
|-
| Nature of the critical path startpoint || input port
|-
| Synth top cell by count || nor2_1
|-
| Element type at the critical path end || register
|-
| Starting DRC count in detailed routing || 66
|-
| Sinks on the clock net || 16
|-
| GRT Total Usage || 6.43%
|-
| Endpoint arrival time on the critical path || 3.82 ns
|-
| Most area-consuming cells after synthesis || dfrtp_1 26%, ha_1 16%, xor2_1 8.6%
|-
| Yosys-reported design area after synthesis || 1520 sq um
|-
| Drt pass-1 iters || 4
|-
| Total Routed Length || 3730 um
|-
| First-pass GRT wire length || 6190 um
|-
| Number of CTS-inserted buffers || 3
|-
| Number of levels in the clock H-tree || 1
|-
| Antenna violations before repair || 0
|-
| Mean routed wirelength per cell || 11.8 um
|-
| Area share, top type || 26.3%
|-
| Post-route fraction of the period consumed by the critical path || 96.8%
|-
| Critical path class || in -> reg
|-
| # diodes || 0
|-
| Die outline height || 106 um
|-
| Vias per Instance || 4.33
|-
| Unique masters post-synth || 39
|-
| Transition at the pin with the smallest max-transition slack || 0.724 ns
|-
| Highest ir drop seen on vdd || 0.000124 V
|-
| Synthesized flop and latch total || 16
|-
| Run status || complete, no violations
|-
| Residual antenna-violating net count after detailed routing || 0
|-
| Slowest stage delay, CP || 0.54 ns
|-
| Sink of the worst hold path || pr[0]
|-
| Die Outline Area || 11,200 sq um
|-
| Slew HR || 51.6%
|-
| Area of the mapped netlist || 1520 sq um
|-
| Vias in the first global route || 1,303
|-
| Main synth FF type || dfrtp_1
|-
| Most numerous cell types in the synthesized netlist || 21 x nor2_1, 19 x ha_1, 16 x dfrtp_1
|-
| Maximum fanout encountered on the critical timing path || 8
|-
| Sum of buffers and inverters on the critical path || 3
|-
| Yosys Instances || 176
|-
| Post-Syn Instances || 176
|-
| Cell repeated most along the worst path || nand4_1
|-
| Boundary pin count || 21
|-
| Overflow after GRT || 0
|-
| Final routed DRC violation total || 0
|-
| Total number of vias || 1,364
|-
| GP Congestion || 0.849
|-
| Clk latency late pin || 0.25 ns
|-
| Count of warnings emitted by yosys || 1
|-
| Cells after DPL || 309
|-
| Count of final max-slew check failures || 0
|-
| Leading registers by flop count || pr (16)
|-
| Number of hold-repair buffers added at the cts stage || 0
|-
| Post-DP HPWL || 2860 um
|-
| Async S/R FF share, synth || 100%
|-
| Final Hold Viols || 0
|-
| Final instance area || 2140 sq um
|-
| Clk slew on worst S/H paths || 0.06 ns
|-
| Class of the tightest hold or removal check || reg -> reg
|-
| Growth of design area from synthesis to finish || 40.6%
|}
logic make-up after synthesis:
family / after synthesis / share of synthesized area (%)
compound gates: 22 / 11.4
xor+xnor: 23 / 13.2
fa+ha+maj: 19 / 15.6
buf+inv: 6 / 1.97
flops: 16 / 26.3
simple gates: 90 / 31.5
layout by cell type, fill, tap and decap left out, types with 4 or more instances in the layout:
| cell | count |
|---|---|
| o21ai_0 | 4 |
| ha_1 | 19 |
| clkbuf_8 | 4 |
| nand4_1 | 5 |
| dlymetal6s2s_1 | 5 |
| nor3_1 | 6 |
| buf_4 | 17 |
| nand3_1 | 7 |
| xor2_1 | 15 |
| nor2b_1 | 4 |
| clkdlybuf4s50_1 | 15 |
| dfrtp_1 | 16 |
| nand2_1 | 14 |
| nor2_1 | 21 |
| nor2_2 | 10 |
| xnor2_1 | 8 |
stage by stage:
stage          TNS (ns)  setup WS [ns]
3_5_place_dp      -4.36         -0.286
5_1_grt          -0.211        -0.0313
4_1_cts               0         0.0614
2_1_floorplan         0          0.342
3_3_place_gp      -3.55         -0.237
6_report              0          0.123
layer usage:
layer | global-route usage (%) | up-vias | wire (um)
met5 | 0 | - | 0
met1 | 9.09 | 628 | 1860
li1 | - | 714 | -
met3 | 1.35 | 0 | 136
met2 | 10.5 | 22 | 1730
met4 | 0.0967 | 0 | 0
worst max path at each step:
stage	startpoint	to	slack (ns)	cells past startpoint
4_1_cts	dvsr[9]	pr[2]	0.06	13
6_report	dvsr[4]	pr[8]	0.12	14
5_1_grt	rate_sel	pr[13]	-0.03	15
area by class of cell:
type / instances / area (sq um) / share of cell area [%]
clock buffers: 4 / 55.1 / 2.57
inverters: 3 / 11.3 / 0.526
multi-input cells: 154 / 1170 / 54.4
flip-flops and latches: 16 / 400 / 18.7
well taps: 99 / 124 / 5.78
repair buffers: 39 / 385 / 18.0
power breakdown:
group          total, mW  internal [mW]  switching, mW  leakage, nW
Clock              0.150         0.0919         0.0578       0.0288
Sequential         0.183          0.175        0.00840        0.221
Combinational      0.131         0.0697         0.0609        0.710
Total              0.463          0.336          0.127        0.959
repair_timing:
| action | 4_1_cts | 5_1_grt |
|---|---|---|
| gates cloned | 0 | 1 |
| pin swaps | 0 | 11 |
| buffers inserted | 0 | 1 |
| resized | 1 | 15 |
| endpoints found under the setup margin | 16 | 16 |
No activity file was given, so power comes from the tool's default toggle rates.
