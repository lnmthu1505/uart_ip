[./run.sh]
#!/bin/bash
# OpenROAD 26Q1-2900-gdf79404cd8, Yosys 0.63+post, stock flow scripts
make -C /OpenROAD-flow-scripts/flow DESIGN_CONFIG=/design/flow/config.mk WORK_HOME=/design/flow/orfs finish
[./config.mk]
export PLATFORM = sky130hd
export DESIGN_NAME = uart_tx
export DESIGN_NICKNAME = uart_tx
export VERILOG_FILES = /design/flow/design.v
export SDC_FILE = /design/flow/constraint.sdc
export NUM_CORES = 4
export LEC_CHECK = 1
export CORE_AREA = 10 10 104 104
export DIE_AREA = 0 0 114 114
[./constraint.sdc]
current_design uart_tx

set clk_period 2.2
set clk_io_pct 0.2

create_clock -name clk0 -period $clk_period [get_ports {bclk}]

set non_clock_inputs [all_inputs -no_clocks]
set_input_delay [expr $clk_period * $clk_io_pct] -clock clk0 $non_clock_inputs
set_output_delay [expr $clk_period * $clk_io_pct] -clock clk0 [all_outputs]
[./design.v]
`timescale 1ns/10ps
module uart_tx (
   input wire       bclk,
   input wire       rst_n,
   input wire [7:0] tx_din,
   input wire       tx_start,
   input wire       rate_sel,
   input wire       pen,
   input wire       eps,
   input wire       stb,
   input wire [1:0] wls,
   output reg       tx_done,
   output reg       tx
);
   reg  [7:0]  tx_din_s1;
   reg  [7:0]  tx_reg;
   reg  [7:0]  tx_next;
   reg         tx_start_s1;
   reg         rate_sel_s1;
   reg         pen_s1;
   reg         eps_s1;
   reg         stb_s1;
   reg  [1:0]  wls_s1;
   reg  [2:0]  current_state;
   reg  [2:0]  next_state;
   reg  [3:0]  count;
   reg  [2:0]  bit_num;
   wire        hold_done;
   wire        bit_done;
   wire        data_frame_done;
   wire        stop_done;
   reg         tx_tmp;
   wire        tx_done_tmp;
   wire        clr_counter;
   wire [3:0]  DBIT;
   wire [3:0]  SBIT;
   wire [3:0]  HBIT;
   wire [2:0]  NBIT;
   parameter [2:0] IDLE   = 3'd0;
   parameter [2:0] HOLD   = 3'd1;
   parameter [2:0] SHIFT  = 3'd2;
   parameter [2:0] PARITY = 3'd3;
   parameter [2:0] STOP_1 = 3'd4;
   parameter [2:0] STOP_2 = 3'd5;
   always @(posedge bclk, negedge rst_n) begin
      if(!rst_n) begin
         tx_din_s1   <= 0;
         tx_start_s1 <= 0; 
         rate_sel_s1 <= 0; 
         pen_s1      <= 0; 
         eps_s1      <= 0; 
         stb_s1      <= 0; 
         wls_s1      <= 0; 
      end
      else begin
         tx_din_s1   <= tx_din;
         tx_start_s1 <= tx_start;
         rate_sel_s1 <= rate_sel;
         pen_s1      <= pen;
         eps_s1      <= eps;
         stb_s1      <= stb;
         wls_s1      <= wls;
      end
   end
   always @(posedge bclk, negedge rst_n) begin
      if (!rst_n) begin
         current_state <= IDLE;
      end
      else begin
         current_state <= next_state;
      end
   end
   always @(*) begin
      case (current_state)
         IDLE: begin
            if (tx_start_s1) begin
               next_state = HOLD;
            end
            else begin
               next_state = current_state;
            end
         end
         HOLD: begin
            if (hold_done) begin
               next_state = SHIFT;
            end
            else begin
               next_state = current_state;
            end
         end
         SHIFT: begin
            case ({data_frame_done,pen_s1})
               2'b11: begin
                  next_state = PARITY;
               end
               2'b10: begin
                  next_state = STOP_1;
               end
               default: next_state = current_state;
            endcase
         end
         PARITY: begin
            if (bit_done) begin
               next_state = STOP_1;
            end
            else begin
               next_state = current_state;
            end
         end
         STOP_1: begin
            case ({stop_done,stb_s1})
               2'b11: begin
                  next_state = STOP_2;
               end
               2'b10: begin
                  next_state = IDLE;
               end
               default: next_state = current_state;
            endcase
         end
         STOP_2: begin
            if (stop_done) begin
               next_state = IDLE;
            end
            else begin
               next_state = current_state;
            end
         end
         default: next_state = current_state;
      endcase
   end
   always @(*) begin
      case (current_state)
         IDLE: begin
            tx_tmp = 1'b1;
         end
         HOLD: begin
            tx_tmp = 1'b0;
         end
         SHIFT: begin
            tx_tmp = tx_reg[0];
         end
         PARITY: begin
            tx_tmp = ~(^(tx_din_s1) ^ eps_s1);
         end
         STOP_1: begin
            tx_tmp = 1'b1;
         end
         STOP_2: begin
            tx_tmp = 1'b1;
         end
         default: tx_tmp = 1'b1;
      endcase
   end
   assign {DBIT,SBIT,HBIT} = (!rate_sel_s1)? {4'd15,4'd15,4'd15} : {4'd12,4'd12,4'd12};
   always @(posedge bclk, negedge rst_n) begin
      if (!rst_n) begin
         tx_reg <= 8'b0;
      end
      else begin
         tx_reg <= tx_next;
      end
   end
   always @(*) begin
      case (current_state)
         HOLD: begin
            if (tx_start_s1) begin
               tx_next = tx_din_s1;
            end
            else begin
               tx_next = tx_reg;
            end
         end
         SHIFT: begin
            if (bit_done) begin
               tx_next = {1'b0,tx_reg[7:1]};
            end
            else begin
               tx_next = tx_reg;
            end
         end
         default: tx_next = tx_reg;
      endcase
   end
   assign {DBIT,SBIT,HBIT} = (!rate_sel_s1)? {4'd15,4'd15,4'd15} : {4'd12,4'd12,4'd12};
   always @(posedge bclk, negedge rst_n) begin
      if (!rst_n) begin
         count <= 4'd0;
      end
      else begin
         if (clr_counter || current_state == IDLE) begin
            count <= 4'd0;
         end
         else begin
            count <= count + 4'd1;
         end
      end
   end
   assign bit_done    = (current_state == SHIFT  || current_state == PARITY) & (count == DBIT);
   assign stop_done   = (current_state == STOP_1 || current_state == STOP_2) & (count == SBIT);
   assign hold_done   = (current_state == HOLD)  &  (count == HBIT);
   assign clr_counter = bit_done | stop_done | hold_done;
   assign NBIT = (wls_s1 == 2'b00)? 3'd4 : (wls_s1 == 2'b01)? 3'd5 : 
                          (wls_s1 == 2'b10)? 3'd6 : (wls_s1 == 2'b11)? 3'd7 : 3'd7;
   always @(posedge bclk, negedge rst_n) begin
      if (!rst_n) begin
         bit_num <= 0;
      end
      else begin
         if (data_frame_done) begin
            bit_num <= 0;
         end
         else begin
            if (bit_done && current_state != PARITY) begin
               bit_num <= bit_num + 3'd1;
            end
         end
      end
   end
   assign data_frame_done = (bit_num == NBIT) & bit_done;
   assign tx_done_tmp = ((!stb_s1 & (current_state == STOP_1)) | (stb_s1 & (current_state == STOP_2))) & (count == SBIT);
   always @(posedge bclk, negedge rst_n) begin
      if (!rst_n) begin
         tx      <= 1'b1;
         tx_done <= 1'b0;
      end
      else begin
         tx      <= tx_tmp;
         tx_done <= tx_done_tmp;
      end
   end
endmodule
==> impl_metrics.json <==
{
  "grt_max_degree": 39,
  "drive_gt1_share_pct": 11.18,
  "powerDensity_nw_per_um2": 1223,
  "num_rows": 34,
  "grt_usage_pct": 4.761,
  "status": "finished, final reports clean",
  "clock_latency_ns": 0.30,
  "clockRootBuffer": "clkbuf_8",
  "power.total_mw": 2.443,
  "netlist_area_um2": 1551,
  "ys_sh_adder_pct": 1.613,
  "path_buffers": 0,
  "synth_stat.cells": 129,
  "syn_inst": 129,
  "tns_ns": 0,
  "initCoreUtil_pct": 17.88,
  "vias": 1062,
  "mux_area_share_pct": 1.452,
  "critPathLaunchType": "flop",
  "clock-sinks": 38,
  "antenna_found_initial": 0,
  "worstMarginPinSlew_ns": 0.8393,
  "synth_warnings": 13,
  "crit_type": "reg -> reg",
  "path_cells": "and3b_1 > o211ai_1 > nor4_2 > mux2_2",
  "cp-end-kind": "flop",
  "hold_viol": 0,
  "synthAoiAreaFrac_pct": 16.45,
  "ys_area_um2": 1551,
  "ys_sh_xor_pct": 7.097,
  "drv_cap": 0,
  "cts.clk_slew.worst_paths_ns": 0.08,
  "synth_seq_share_pct": 61.45,
  "cts_max_level": 2,
  "finalCritPeriodShare_pct": 83.95,
  "yosysUniqueCellTypes": 32,
  "cts_hold_buf": 0,
  "logic_area_um2": 564.3,
  "drt_iter0_markers": 45,
  "clock_path_buffers": 2,
  "hold_path_class": "in -> async",
  "ys_sh_simple_pct": 9.758,
  "largest_reg_flops": 9,
  "ioPinCount": 19,
  "drtAntennaViolNets": 0,
  "critPathSlowestCell": "o211ai_1",
  "setup_violations": 0,
  "cts_setup_buffers": 0,
  "slew-limit-headroom_pct": 43.80,
  "fin_hold_ws_ns": 0.1812,
  "critPathArrivalTime_ns": 2.02,
  "diodes": 0,
  "io_buffers": 18,
  "area_growth_pct": 28.71,
  "drt-vias-per-instance": 4.085,
  "coreArea_um2": 8678,
  "grt_pass1_vias": 1159,
  "n_fill_cell": 938,
  "fmax_mhz": 541.4,
  "netlist_logic_family_top": "AND-OR/OR-AND gates",
  "cts_buffers": 5,
  "finalWirelength_um": 3021,
  "gr-total-overflow": 0,
  "synth.avg_cell_area_um2": 12.03,
  "wl_per_cell_um": 11.62,
  "cts_tree": "yes",
  "clock_skew_ns": 0.01213,
  "p_leak_nw": 0.8262,
  "grt_setup_unrepaired": "no",
  "chipArea_um2": 13000,
  "firstDrtPassIters": 4,
  "fin_crit_ns": 1.847,
  "synth_flops": 38,
  "die_w_um": 114,
  "drv_slew": 0,
  "irDropWorstVdd_uv": 347.9,
  "regArea_um2": 953.4,
  "max_stage_delay_ns": 0.68,
  "place_congestion": 0.8276,
  "grt_pass1_wl_um": 5278,
  "die_h_um": 114,
  "ctsResizeCount": 0,
  "hpwlAfterDp_um": 2095,
  "drc_errors": 0,
  "openroad.warnings": 25,
  "path_delay_family": "AND-OR/OR-AND gates",
  "required_ns": 2.38,
  "utilization_pct": 23.01,
  "cp_max_fo": 11
}
-- logic make-up (layout without fill, tap and decap cells) --
kind of cell,Yosys count,count (layout)
AOI/OAI and AO/OA,40,40
DFF,38,38
and+or+nand+nor,28,28
xor gates and xnor gates,11,11
buffers and inverters,8,31
adders and majority gates,2,2
muxes,2,2
-- metrics by stage --
stage                     cells  setup slack [ns]  cell area, µm²
after global routing        260            0.2046            1997
final                       260            0.3530            1997
after detailed placement    252            0.3973            1854
after global placement      252            0.4359            1854
after CTS                   260            0.3818            1997
after floorplan             129            0.6723            1551
-- cell usage after synthesis --
library cell / number / area [µm²]
dfrtp_1: 36 / 900.9
o22ai_1: 14 / 87.58
a21oi_1: 10 / 50.05
nor2_1: 7 / 26.28
xnor2_1: 7 / 61.31
nand2_1: 6 / 22.52
o21ai_0: 6 / 30.03
nand3_1: 5 / 25.02
buf_2: 3 / 15.01
inv_1: 3 / 11.26
xor2_1: 3 / 26.28
a22o_1: 2 / 17.52
clkbuf_1: 2 / 7.510
dfstp_2: 2 / 52.55
ha_1: 2 / 25.02
mux2_2: 2 / 22.52
nor2b_1: 2 / 12.51
nor3_1: 2 / 10.01
or4_1: 2 / 15.01
a211o_1: 1 / 8.760
a221o_1: 1 / 10.01
a31oi_1: 1 / 6.260
a32o_1: 1 / 10.01
and3_1: 1 / 6.260
and3b_1: 1 / 8.760
nor3b_2: 1 / 12.51
nor4_2: 1 / 12.51
o2111ai_1: 1 / 8.760
o211a_1: 1 / 10.01
o211ai_1: 1 / 7.510
o41ai_1: 1 / 8.760
xnor3_1: 1 / 22.52
-- routing by layer --
| metal | GRT usage [%] | routed length, µm | part of all wire [%] | up-vias |
|---|---|---|---|---|
| li1 | - | - | - | 517 |
| met1 | 6.117 | 1457 | 48 | 524 |
| met2 | 7.821 | 1376 | 46 | 13 |
| met3 | 1.116 | 101 | 3.3 | 8 |
| met4 | 1.420 | 85 | 2.8 | 0 |
| met5 | 0 | 0 | 0 | - |
-- where the power goes --
part / switching, mW / internal, mW / leakage [nW]
registers: 0.149 / 0.889 / 0.458
logic: 0.345 / 0.331 / 0.297
clock network: 0.245 / 0.484 / 0.0714
total: 0.739 / 1.70 / 0.826
-- cell type report --
cell class,instances,area share (%)
flip-flops and latches,38,47.74
clock buffers,6,4.135
inverters,3,0.5639
multi-input cells,83,28.26
clock inverters,2,3.008
repair buffers,20,9.524
well taps,108,6.767
-- cells in the final DEF (no fill, tap or decap), drive strengths merged, types with 2 or more instances in the layout --
cell type | netlist | layout
nor3 | 2 | 2
xor2 | 3 | 3
a21oi | 10 | 10
nand3 | 5 | 5
bufinv | 0 | 2
nor2b | 2 | 2
clkdlybuf4s50 | 0 | 17
ha | 2 | 2
o22ai | 14 | 14
inv | 3 | 3
nand2 | 6 | 6
dfstp | 2 | 2
a22o | 2 | 2
mux2 | 2 | 2
clkbuf | 2 | 6
nor2 | 7 | 7
xnor2 | 7 | 7
o21ai | 6 | 6
buf | 3 | 3
or4 | 2 | 2
dfrtp | 36 | 36
-- worst paths after layout --
| path | cells past startpoint | to | slack [ns] | start |
|---|---|---|---|---|
| max | 4 | bit_num[0] | 0.35 | count[0] |
| min | 2 | bit_num[1] | 0.18 | rst_n |
| max reg2reg | 4 | bit_num[0] | 0.35 | count[0] |
| min reg2reg | 1 | current_state[0] | 0.49 | tx_start_s1 |
| max in group asynchronous | 2 | current_state[0] | 1.67 | rst_n |
| min in group clk0 | 1 | current_state[0] | 0.49 | tx_start_s1 |
Power figures rest on the tool's default switching activity, not on a simulated workload.
