## /design/flow/run.sh

```bash
#!/bin/bash
# OpenROAD 26Q1-2900-gdf79404cd8, Yosys 0.63+post, stock flow scripts
make -C /OpenROAD-flow-scripts/flow DESIGN_CONFIG=/design/flow/config.mk WORK_HOME=/design/flow/orfs finish
```

## /design/flow/config.mk

```make
export PLATFORM = sky130hd
export DESIGN_NAME = UART_Rx
export DESIGN_NICKNAME = UART_Rx
export VERILOG_FILES = /design/flow/design.v
export SDC_FILE = /design/flow/constraint.sdc
export NUM_CORES = 4
export LEC_CHECK = 1
export CORE_UTILIZATION = 40
```

## /design/flow/constraint.sdc

```tcl
current_design UART_Rx

set clk_period 5.1
set clk_io_pct 0.2

create_clock -name clk0 -period $clk_period [get_ports {BCLK}]

set non_clock_inputs [all_inputs -no_clocks]
set_input_delay [expr $clk_period * $clk_io_pct] -clock clk0 $non_clock_inputs
set_output_delay [expr $clk_period * $clk_io_pct] -clock clk0 [all_outputs]
```

## /design/flow/design.v

```verilog
`timescale 1ns/10ps
module UART_Rx (input wire        BCLK,
                input wire        rst_n,
                input wire        EPS,
                input wire        PEN,
                input wire        STB,
                input wire  [1:0] WLS,
                input wire        OSM_SEL,
                input wire        UART_RXD,
                output reg        DATA_VALID,
                output reg  [7:0] DATA_RX);
reg       eps;
reg       pen;
reg [1:0] stb;
reg [2:0] wls;
reg [3:0] osm_sel;
reg [2:0] half_osm_sel;
reg       reg_uart_rxd;
reg       reg_data_valid;
parameter [4:0] IDLE   = 5'b00001;
parameter [4:0] START  = 5'b00010;
parameter [4:0] DATA   = 5'b00100;
parameter [4:0] STOP   = 5'b01000;
parameter [4:0] PARITY = 5'b10000;
reg [3:0] cnt;
reg [2:0] width_data;
reg [1:0] width_stop;
reg       parity_check;
reg [7:0] reg_out;
reg [4:0] present_state;
reg [3:0] next_cnt;
reg [2:0] next_width_data;
reg [1:0] next_width_stop;
reg       next_parity_check;
reg [7:0] next_reg_out;
reg       parity;
reg [4:0] next_state;
always@(posedge BCLK or negedge rst_n) begin
   if (!rst_n) begin
      reg_uart_rxd <= 1'b1;
   end else begin
      reg_uart_rxd <= UART_RXD;
   end
end
always@(posedge BCLK or negedge rst_n) begin
   if (!rst_n) begin
      DATA_RX <= 8'h00;
   end else begin
      DATA_RX <= reg_out;
   end
end
always@(posedge BCLK or negedge rst_n) begin
   if (!rst_n) begin
      DATA_VALID <= 1'b0;
   end else begin
      DATA_VALID <= reg_data_valid;
   end 
end
always@(posedge BCLK or negedge rst_n) begin
   if(!rst_n) begin
      osm_sel <= 4'd000;
      half_osm_sel <= 3'd00;
   end else begin
      if (OSM_SEL) begin
         osm_sel      <= 4'd12;
         half_osm_sel <= 3'd5;
      end else begin
         osm_sel      <= 4'd15;
         half_osm_sel <= 3'd7; 
      end
   end
end
always@(posedge BCLK or negedge rst_n) begin
   if (!rst_n) begin
      eps <= 0;
   end else begin
      if (EPS) begin
         eps <= 1;  
      end else begin
         eps <= 0;  
      end
   end
end
always@(posedge BCLK or negedge rst_n) begin
   if (!rst_n) begin
      pen <= 0;
   end else begin
      if (PEN) begin
         pen <= 1;  
      end else begin
         pen <= 0;  
      end
   end
end
always@(posedge BCLK or negedge rst_n) begin
   if (!rst_n) begin
      stb <= 2'b00;
   end else begin
      if (STB) begin
        stb <= 2'b01;  
      end else begin
        stb <= 2'b00;  
      end
   end
end
always@(posedge BCLK or negedge rst_n) begin
   if (!rst_n) begin
      wls <= 3'b000;
   end else begin
      case (WLS)
         2'b00: begin
                   wls <= 3'b100;  
                end
         2'b01: begin
                   wls <= 3'b101;  
                end
         2'b10: begin
                   wls <= 3'b110;  
                end
         2'b11: begin
                   wls <= 3'b111;  
                end
      endcase
   end
end
always@(posedge BCLK or negedge rst_n) begin
   if (!rst_n) begin
      present_state <= IDLE;
      cnt           <= 4'b0000;
      width_data    <= 3'b000;
      width_stop    <= 2'b00;
      parity_check  <= 1'b0;
      reg_out       <= 8'h00;
   end else begin
      present_state <= next_state;
      cnt           <= next_cnt;
      width_data    <= next_width_data;
      width_stop    <= next_width_stop;
      parity_check  <= next_parity_check;
      reg_out       <= next_reg_out;
   end
end
always@(*) begin
   case (present_state)
      IDLE: begin
               next_width_stop   = 2'b00;
               next_parity_check = 1'b0;
               next_width_data   = 3'b000;
               parity            = 1'b0;
               if (reg_uart_rxd == 1) begin
                  next_state     = IDLE;
                  reg_data_valid = 1'b0;
                  next_reg_out   = 8'h00;
                  next_cnt       = cnt;
               end else begin
                  next_state     = START;
                  reg_data_valid = 1'b0;
                  next_reg_out   = 8'h00;
                  next_cnt       = 4'b0000;
               end
            end
     START: begin
               next_width_data     = 3'b000;
               next_width_stop     = 2'b00;
               next_reg_out        = 8'h00;
               next_parity_check   = 1'b0;
               parity              = 1'b0;
               reg_data_valid      = 1'b0;
               if (cnt == half_osm_sel) begin
                  next_cnt         = 4'b0000;
                  next_state       = DATA;
               end else begin
                  next_cnt = cnt + 1;  
                  if (reg_uart_rxd == 0) begin  
                     next_state    = START;
                  end else begin
                     next_state    = IDLE;
                  end
               end
            end
      DATA: begin
               parity                = 1'b0;
               reg_data_valid        = 1'b0;
               next_width_stop       = 2'b00;
               if (cnt == osm_sel) begin
                  next_cnt           = 4'b0000;
                  next_reg_out       = {reg_uart_rxd, reg_out[7:1]}; 
                  next_parity_check  = parity_check ^ reg_uart_rxd;
                  if (width_data == wls) begin
                     next_width_data = 3'b000;
                     if (pen == 1) begin
                        next_state   = PARITY;
                     end else begin
                        next_state   = STOP;
                     end
                  end else begin
                     next_width_data = width_data + 1;
                     next_state      = DATA;
                  end
               end else begin
                  next_cnt           = cnt + 1;
                  next_state         = DATA;
                  next_parity_check  = parity_check;
                  next_width_data    = width_data;
                  next_reg_out       = reg_out;
               end
            end
    PARITY: begin
               reg_data_valid        = 1'b0;
               next_reg_out          = reg_out;
               next_width_stop       = 2'b00;
               next_width_data       = 3'b000;
               if (cnt == osm_sel) begin
                  next_cnt           = 4'b0000;
                  parity             = reg_uart_rxd;
                  case({eps, parity, parity_check})
                     3'b000: begin
                                next_state = IDLE;
                                next_parity_check = 0;
                             end
                     3'b001: begin
                                next_state = STOP;
                                next_parity_check = 0;
                             end
                     3'b010: begin
                                next_state = STOP;
                                next_parity_check = 0;
                             end
                     3'b011: begin
                                next_state = IDLE;
                                next_parity_check = 0;
                             end
                     3'b100: begin
                                next_state = STOP;
                                next_parity_check = 0;
                             end
                     3'b101: begin
                                next_state = IDLE;
                                next_parity_check = 0;
                             end
                     3'b110: begin
                                next_state = IDLE;
                                next_parity_check = 0;
                             end
                     3'b111: begin
                                next_state = STOP;
                                next_parity_check = 0;
                             end
                  endcase
               end else begin
                  next_state         = PARITY;
                  next_cnt           = cnt + 1;
                  next_parity_check  = parity_check;
                  parity             = parity;
               end
            end
      STOP: begin
               next_reg_out          = reg_out;
               parity                = 1'b0;
               next_width_data       = 3'b000;
               next_parity_check     = parity_check;
               if (cnt == osm_sel) begin
                  if (reg_uart_rxd == 1) begin
                     if (width_stop == stb) begin
                        reg_data_valid           = 1'b1;
                        next_state      = IDLE;
                        next_width_stop = 2'b00;
                        next_cnt        = 4'b0000;
                     end else begin
                        reg_data_valid  = 1'b0;
                        next_width_stop = width_stop + 1;
                        next_state      = STOP;
                        next_cnt        = 4'b0000;
                     end
                  end else begin
                     reg_data_valid     = 1'b0;
                     next_state         = IDLE;
                     next_width_stop    = 2'b00;
                     next_cnt           = 4'b0000;
                  end
               end else begin
                  next_cnt           = cnt + 1;
                  reg_data_valid     = 1'b0;
                  next_width_stop    = width_stop;
                  next_state         = STOP;
               end
            end
   default: begin
                  next_state        = IDLE;
                  next_cnt          = 4'b1111;
                  next_width_data   = 3'b111;
                  next_width_stop   = 2'b11;
                  next_parity_check = 1'b1;
                  next_reg_out      = 8'hFF;
                  reg_data_valid    = 1'b0;
                  parity            = 1'b0;
            end
   endcase
end
endmodule
```

==> flow_metrics.py <==
# Metrics from the implementation run
metrics = {
    "logic_synthesis": {
        "top_cell_area_share_pct": 49.8,
        "synth_warnings": 1,
        "ys_seq_share_pct": 52.6,
        "ys_cells": 194,
        "synth_cell_types": 43,
        "edf_count": 0,
        "syn-cell-area_sq_um": 1910,
        "top_cells_by_area": "dfrtp_1, a21oi_1, nor2_1",
        "ys_ff": 40,
        "flop_cell": "dfrtp_1",
        "largest_area_cell": "dfrtp_1",
        "async_flop_share_pct": 100,
        "synth_cells": 194,
        "avgSynthCellArea_sq_um": 9.84,
        "ys_chip_area_sq_um": 1910,
    },
    "drt": {
        "antennaDiodeCount": 0,
        "via_per_inst": 5.53,
        "wl_per_cell_um": 14.2,
        "ant_nets": 0,
        "dr.pass1.iters": 4,
        "drc": 0,
        "vias": 1431,
        "routed_wl_mm": 3.68,
        "drt_iter0_markers": 129,
    },
    "clocking": {
        "post_cts_resized": 0,
        "clock_latency_ns": 0.29,
        "cts_root_buffer": "clkbuf_8",
        "cts_max_level": 2,
        "hold_buffers": 0,
        "cts_max_path_buffers": 2,
        "cts_tree": "done",
        "post_cts_buffers": 0,
        "cts_made_buffers": 5,
        "cts.sinks": 40,
        "clk_pin_slew_ns": 0.07,
    },
    "sta": {
        "setup_viol": 0,
        "period_used_pct": 43.4,
        "min_period_ns": 2.21,
        "timing.final.ws_setup_ns": 2.89,
        "rsz0062_at_grt": "no",
        "final-hold-violation-count": 0,
        "finalMaxSlewViolations": 0,
        "tightest_slew_ns": 0.982,
        "slew_headroom_pct": 34.6,
        "timing.fmax_mhz": 452,
        "finalSetupTns_ns": 0,
        "skew_ns": 0.00357,
    },
    "worst_setup_path": {
        "worstSetupPathType": "reg -> reg",
        "reg2reg_to": "reg_out[1]$_DFFE_PN0P_",
        "crit_start": "present_state[0]$_DFF_PN1_",
        "cp_num_buf_inv": 0,
        "path_common_cell": "nor2_1",
        "crit_family": "AND-OR/OR-AND gates",
        "slowest_stage": "a221oi_2",
        "cp_max_fo": 16,
        "critPathArrivalTime_ns": 2.43,
        "r2r-start": "present_state[0]$_DFF_PN1_",
        "rr_worst_depth": 5,
        "crit_cells": 5,
        "end_kind": "flip-flop",
        "slowest_delay_ns": 0.84,
        "r2r_slack_ns": 2.89,
        "crit_required_ns": 5.31,
        "startpoint_type": "flip-flop",
        "cp-endpoint": "reg_out[1]$_DFFE_PN0P_",
        "crit_chain": "nor2_1, and3_1, a221oi_2, nor2_1, a21oi_1",
    },
    "global_routing": {
        "grt_busiest_layer": "met1",
        "grtUsageMet1_pct": 27.5,
        "grt_util_met2_pct": 23.9,
        "use_met3_pct": 3.47,
        "grtUsageTotal_pct": 16.5,
        "grt-ovfl-total": 0,
        "grt_start_max_net_pins": 41,
        "grt_pass1_vias": 1320,
        "antenna_found_initial": 0,
        "grt_pass1_wl_mm": 6.35,
    },
    "die": {
        "fp-utilization_pct": 42.7,
        "dieWidth_um": 71.1,
        "die-area_sq_um": 5050,
        "fp.coreArea_sq_um": 4470,
        "rows": 24,
        "die_height_um": 71.1,
        "io_pins": 18,
    },
    "pwr": {
        "p_clk_share_pct": 22.5,
        "seqPwrFrac_pct": 42.4,
        "ir_worst_vdd_uv": 331,
        "power.density_nw_per_um2": 596,
        "leakagePower_uw": 0.000959,
        "swShare_pct": 33.2,
        "switchingPower_uw": 436,
        "finalPower_uw": 1310,
        "pwr-share-comb_pct": 35.0,
        "internal-power_uw": 878,
    },
    "cells_and_area": {
        "mostFrequentLayoutCell": "dfrtp_1",
        "final_cell_mix": "dfrtp_1, a21oi_1, nor2_1",
        "fin_cells": 259,
        "fin_area_sq_um": 2200,
        "drive_above_1_share_pct": 7.73,
        "fillerInstances": 378,
        "syn_to_final_growth_pct": 15.5,
    },
    "placement": {
        "hpwl_mm": 2.50,
        "finalWeightedCongestion": 0.836,
        "place_ws_ns": 2.90,
        "placed_area_sq_um": 2080,
        "placed_cells": 252,
        "portBuffers": 17,
    },
    "worst_hold_path": {
        "min_path_type": "reg -> reg",
    },
    "run": {
        "drv_cap": 0,
        "log.warning_count": 25,
    },
    "run_status": {
        "status": "finished, final reports clean",
    },
}
## flip-flops by register name (all words and copies together), names as in the netlist
signal and cells:
present_state 5, stb 1, cnt 4, parity_check 1, half_osm_sel 2, reg_out 8
DATA_RX 8, width_stop 2, pen 1, width_data 3, eps 1, wls 2
DATA_VALID 1, reg_uart_rxd 1
## how the worst min path moves through the flow
stage / start / slack (ns) / depth (start not counted) / endpoint
global route: reg_out[3]$_DFFE_PN0P_ / 0.42 / 0 / DATA_RX[3]$_DFF_PN0_
CTS: reg_out[0]$_DFFE_PN0P_ / 0.40 / 0 / DATA_RX[0]$_DFF_PN0_
finish: reg_out[0]$_DFFE_PN0P_ / 0.40 / 0 / DATA_RX[0]$_DFF_PN0_
## metrics by stage
stage	hold slack, ns	util, %
final	0.396	49.3
after global routing	0.424	49.3
after floorplan	0.354	-
after global placement	0.392	46.4
after CTS	0.402	49.3
after detailed placement	0.384	46.4
## metal layers
| metal | vias to the layer above | wire (um) |
|---|---|---|
| li1 | 725 | - |
| met3 | 6 | 145 |
| met5 | - | 0 |
| met1 | 674 | 1840 |
| met2 | 26 | 1640 |
| met4 | 0 | 52 |
## cells by family after synthesis
kind of cell	Yosys count	synth area share, %
adders and majority gates	2	1.31
buffers and inverters	16	4.72
other	1	0.196
AOI/OAI and AO/OA	58	19.5
DFF	40	52.6
and+or+nand+nor	69	18.0
xor gates and xnor gates	8	3.67
## final cells by class
class	instances	area [sq um]	area share, %
Clock buffer	5	68.8	3.12
Sequential cell	40	1000	45.5
Inverter	3	11.3	0.511
Tap cell	52	65.1	2.95
Clock inverter	2	60.1	2.72
Multi-Input combinational cell	138	816	37.0
Timing Repair Buffer	19	180	8.17
## cell usage after synthesis, types with 3 or more instances
cell,count
a21oi_1,26
and3_1,5
buf_6,3
clkbuf_1,6
dfrtp_1,38
inv_1,3
nand2_1,15
nand2b_1,4
nand3_1,6
nor2_1,18
nor3_1,10
nor3b_1,4
o21ai_0,9
o22a_1,3
o22ai_1,3
xor2_1,7
## power by group through the flow
| stage | clock network [uW] | registers, uW | logic (uW) |
|---|---|---|---|
| 4_1_cts | 306 | 557 | 463 |
| 5_1_grt | 323 | 575 | 519 |
| 6_report | 296 | 558 | 460 |
No activity file was given, so power comes from the tool's default toggle rates.
